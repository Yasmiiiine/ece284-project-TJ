==> ./design.v <==
module sfp (out, in, acc, clk, reset);
    parameter bw = 4;
    parameter psum_bw = 16;
    parameter relu = 1;
    input clk;
    input reset;
    input signed [psum_bw - 1:0] in;
    input acc;
    output signed [psum_bw - 1:0] out;
    reg signed [psum_bw - 1:0] psum_q;
    always @(posedge clk ) begin
        if(reset)
            psum_q <= 0;
        else begin
            if(acc)
                psum_q <= psum_q + in;
            else if(relu)
                psum_q <= (psum_q > 0) ? psum_q : 0;
            else
                psum_q <= psum_q;
        end
    end
    assign out = psum_q;
endmodule
==> ./run.sh <==
#!/bin/bash
# OpenROAD 26Q1-2900-gdf79404cd8, Yosys 0.63+post, stock flow scripts
make -C /OpenROAD-flow-scripts/flow DESIGN_CONFIG=/design/flow/config.mk WORK_HOME=/design/flow/orfs finish
==> ./config.mk <==
export PLATFORM = sky130hd
export DESIGN_NAME = sfp
export DESIGN_NICKNAME = sfp
export VERILOG_FILES = /design/flow/design.v
export SDC_FILE = /design/flow/constraint.sdc
export NUM_CORES = 4
export LEC_CHECK = 1
export CORE_AREA = 10 10 95 95
export DIE_AREA = 0 0 105 105
==> ./constraint.sdc <==
current_design sfp

set clk_period 8.5
set clk_io_pct 0.2

create_clock -name clk0 -period $clk_period [get_ports {clk}]

set non_clock_inputs [all_inputs -no_clocks]
set_input_delay [expr $clk_period * $clk_io_pct] -clock clk0 $non_clock_inputs
set_output_delay [expr $clk_period * $clk_io_pct] -clock clk0 [all_outputs]
==> out/qor_table.md <==
| Metric | Reported | Unit |
|---|---|---|
| Power Dens Cells | 165 | mW/mm^2 |
| # diodes | 0 | - |
| Wirelength, routed | 4.17 | mm |
| Post-route clock skew | 0.000965 | ns |
| Largest cells by area after synthesis | dfxtp_1 23%, ha_1 14%, a21oi_1 3.7% | - |
| OpenROAD warnings | 25 | - |
| Path type of the worst min-delay path | flop to flop | - |
| I/O pins | 35 | - |
| Commonest non-fill, non-tap cell in the layout | clkdlybuf4s50_1 | - |
| CTS H-Tree Depth | 1 | - |
| Initial drt markers | 102 | - |
| Met1 routing resource usage after global routing | 0.0966 | - |
| Clock sink count | 16 | - |
| Area post-placement | 0.00180 | sq mm |
| Registers with the most flip-flops | psum_q x16 | - |
| Ys async rst share | 0 | - |
| Category of the worst setup path launch point | primary input | - |
| Yosys cell count | 158 | - |
| Post-Route Setup TNS | 0 | ns |
| Placeable core area | 0.00691 | sq mm |
| Final estimated routing congestion in global placement | 0.838 | - |
| WP data arrival | 3.89 | ns |
| Number of cells produced by synthesis | 158 | - |
| Post-detailed-route DRC marker count | 0 | - |
| Count of maximum capacitance violations | 0 | - |
| Vias per Instance | 4.80 | - |
| Part of the Yosys area used for sequential elements | 0.235 | - |
| Final instance area | 0.00185 | sq mm |
| Detailed placer's ending HPWL | 3.27 | mm |
| Overall Power | 305 | uW |
| Final Max Tran Viols | 0 | - |
| Final antenna-violating net count | 0 | - |
| Transition time of the tightest slew-check pin | 0.903 | ns |
| Global routing usage on met3 | 0.0242 | - |
| Setup repair after global routing missed its margin | no | - |
| Post-synth tally of flip-flops with integrated enable | 0 | - |
| Count of instances resized after the clock tree is built | 0 | - |
| Flip-flop count of the largest register, all copies and words added | 16 | - |
| Clock slew at the register clock pins of the worst setup and hold paths | 0.07 | ns |
| IR Drop Worst-Case VDD | 0.0000541 | V |
| Synth flops | 16 | - |
| CTS tree | yes | - |
| Pre-CTS setup slack | 4.49 | ns |
| Outcome | complete, no violations | - |
| Maximum clock insertion buffer count | 2 | - |
| Leakage power | 0.000768 | uW |
| Core Rows | 30 | - |
| Global Route Usage Sum | 0.0713 | - |
| Initial antenna violation count | 0 | - |
| Register bank with the most flops | psum_q | - |
| Root buffer selected by CTS | clkbuf_8 | - |
| Inserted Clock Buffers | 3 | - |
| Die W | 105 | microns |
| Dominant Register Cell | dfxtp_1 | - |
| Most common logic cells in the final layout | 34 x clkdlybuf4s50_1, 16 x dfxtp_1, 15 x ha_1 | - |
| Post-layout minimum cycle time | 3.74 | ns |
| Vias post-DR | 1383 | - |
| Final hold vios | 0 | - |
| Library cell occupying the most area in the post-synthesis netlist | dfxtp_1 | - |
| Area of the die | 0.0110 | sq mm |
| Cell Type Count | 49 | - |
| Wire length of the first global-routing pass | 6.58 | mm |
| Fraction of layout cells with a size suffix above 1 | 0.0625 | - |
| Core utilization before placement | 0.198 | - |
| Endpoint type of the worst setup path | flop | - |
| Number of setup buffers added after CTS | 0 | - |
| Late-Pin Clk Latency | 0.25 | ns |
| Drt first pass iters | 4 | - |
| Final design utilization | 0.268 | - |
| Area share of the largest cell type after synthesis | 0.235 | - |
| Max Freq | 0.267 | GHz |
| Remaining Overflow, GRT | 0 | - |
| Wire per inst | 14.5 | microns |
| Max Fanout on Critical Path | 3 | - |
| Syn. warnings | 1 | - |
| P&R area growth vs syn | 35.6 | % |
| Vias in the first global route | 1281 | - |
| Cts-stage hold buffer count | 0 | - |
| Endpoint required time on the critical path | 8.65 | ns |
| Final setup violation count | 0 | - |
| Final worst slack | 4.76 | ns |
| Max-Slew Margin vs Limit | 0.394 | - |
| Mapped cell area | 0.00137 | sq mm |
| Floorplan die height | 105 | microns |
| Chip area line of the yosys report | 0.00137 | sq mm |
| Count of port buffers added during placement | 34 | - |
| Share of the clock period used by the worst path | 0.440 | - |
| Most Used Layer, Global Route | met2 | - |
| Post-Syn Area per Cell | 8.64 | sq um |
| Maximum number of pins on one net before global-route repair | 12 | - |
| Critical path start-end classification | primary input to flop | - |
| Met2 usage in global routing | 0.113 | - |
==> power by group <==
part	switching, uW	internal, uW	leakage, uW	total (uW)
logic	62.7	72.1	0.000607	135
clock network	29.8	41.2	0.0000288	71.0
registers	13.3	86.3	0.000132	99.6
==> critical path: stages <==
cell	delay, ns
clkdlybuf4s50_1	0.41
ha_1	0.21
inv_1	0.07
fa_1	0.20
nor2b_1	0.09
o2111a_1	0.26
o211a_1	0.24
o311ai_0	0.35
mux2_2	0.37
==> layout make-up <==
type,count,area [sq um]
sequential,16,320
multi-input combinational,134,1000
tap,96,120
fill,746,5060
inverter,4,15.0
timing repair buffer,34,340
clock buffer,4,55.1
==> stage by stage <==
step | cells | hold WS [ns]
global placement | 284 | 0.492
CTS | 288 | 0.511
global route | 288 | 0.530
finish | 288 | 0.511
floorplan | 158 | 0.450
detailed placement | 284 | 0.493
==> cell usage after synthesis (2+ instances only) <==
master / n
a21boi_0: 2
a21o_1: 6
a21oi_1: 10
a22oi_1: 3
a31o_2: 2
a32o_1: 4
a32oi_1: 3
and2b_1: 2
and3_1: 2
and4_1: 2
buf_6: 2
clkbuf_1: 2
dfxtp_1: 16
ha_1: 15
inv_1: 4
nand2_1: 10
nor2_1: 7
nor2b_1: 4
nor3_1: 5
nor4_1: 3
o2111ai_1: 3
o211a_1: 2
o211ai_1: 2
o21a_1: 4
o21ai_0: 10
o31ai_1: 4
or3_1: 5
xnor2_1: 3
==> path summary, 6_finish.rpt <==
path | slack [ns] | depth (start not counted) | end | start
worst min register to register | 0.51 | 2 | psum_q[7]$_SDFFE_PP0P_ | psum_q[7]$_SDFFE_PP0P_
worst min-delay path | 0.51 | 2 | psum_q[7]$_SDFFE_PP0P_ | psum_q[7]$_SDFFE_PP0P_
worst max register to register | 6.28 | 6 | psum_q[14]$_SDFFE_PP0P_ | psum_q[7]$_SDFFE_PP0P_
worst max-delay path | 4.76 | 9 | psum_q[14]$_SDFFE_PP0P_ | in[0]
==> routing by layer <==
| metal | vias to the layer above | wire, microns |
|---|---|---|
| met1 | 641 | 1990 |
| met4 | 0 | 0 |
| met2 | 41 | 1870 |
| li1 | 701 | - |
| met3 | 0 | 314 |
| met5 | - | 0 |
==> logic make-up after synthesis <==
kind of cell,count (synthesis),synth area share
XOR/XNOR,4,0.0257
buffers and inverters,8,0.0330
AND/OR/NAND/NOR,49,0.204
adder cells (fa/ha/maj),16,0.152
AND-OR/OR-AND,64,0.343
multiplexers,1,0.00825
flip-flops,16,0.235
Power figures rest on the tool's default switching activity, not on a simulated workload.
